**run.sh**
```bash
#!/bin/bash
# OpenROAD 26Q1-2900-gdf79404cd8, Yosys 0.63+post, stock flow scripts
make -C /OpenROAD-flow-scripts/flow DESIGN_CONFIG=/design/flow/config.mk WORK_HOME=/design/flow/orfs finish
```
**design.v**
```verilog
module PNU_CLK_DIV(clk,rst,en,div_clk);
	parameter cnt_num = 2;
    input clk;
    input rst;
    input en;
    output div_clk;
    reg buff;
    reg [19:0] cnt;
    wire div_clk;
    always @(posedge clk or posedge rst)
    begin
        if(rst) begin
			cnt <= 0;
            buff <= 0;
          end
        else begin
			 if(en) begin
				if(cnt < cnt_num-1)
                    cnt <= cnt+1;
                else
                    cnt <= 0;
             end
			 else begin
				cnt <= 0;
                buff <= 0;
             end
			 if(cnt < cnt_num/2)
                buff <= 0;
             else
				buff <= 1;
		  end
    end
    assign div_clk = buff;
endmodule
```
**constraint.sdc**
```tcl
current_design PNU_CLK_DIV

set clk_period 1.5
set clk_io_pct 0.2

create_clock -name clk0 -period $clk_period [get_ports {clk}]

set non_clock_inputs [all_inputs -no_clocks]
set_input_delay [expr $clk_period * $clk_io_pct] -clock clk0 $non_clock_inputs
set_output_delay [expr $clk_period * $clk_io_pct] -clock clk0 [all_outputs]
```
**config.mk**
```make
export PLATFORM = sky130hd
export DESIGN_NAME = PNU_CLK_DIV
export DESIGN_NICKNAME = PNU_CLK_DIV
export VERILOG_FILES = /design/flow/design.v
export SDC_FILE = /design/flow/constraint.sdc
export NUM_CORES = 4
export LEC_CHECK = 1
export CORE_AREA = 10 10 92 92
export DIE_AREA = 0 0 102 102
```
==> run_results.csv <==
group,metric,value,unit
pwr,leakage,0.377,nW
worst_setup_path,worst-path-max-fanout,1,
synth,yosys_warnings,1,
worst_setup_path,worstPathRequired,1200,ps
clock_network,cts_resized,0,
floorplan,ios,4,
routing,route.detailed.drc,0,
floorplan,coreArea,6460,um^2
clock_network,cts_hold_buf,0,
min_path,hold_class,"input port to asynchronous set/reset pin",
synth,yosysUniqueCellTypes,11,
worst_setup_path,end_kind,"primary output",
clock_network,cts_tree,"built",
global_route,antenna_found_initial,0,
placed_design,placed_cells,137,
synth,synth.area.top_cells,"dfrtp_1, nor4b_2, ha_1",
synth,ys_chip_area,658,um^2
final_timing,setup_violations,0,
synth,ys_seq_share,79.8,%
routing,wl_per_cell,5.47,um
floorplan,fp_util,10.2,%
routing,ant_nets,0,
final_timing,fin_crit_sh,89.6,%
pwr,ir_drop,0.000248,V
routing,vias,314,
final_timing,maxSlewViolCount,0,
outcome,status,"finished clean",
routing,drt_first_iter_violations,17,
clock_network,cts-root-buf,"clkbuf_8",
worst_setup_path,crit_type,"register to primary output",
placed_design,numPortBuffers,3,
pwr,p_per_area,1080,nW/um^2
worst_setup_path,start_kind,"register",
final_timing,skew,3.90,ps
placed_design,routabilityCongestion,0.728,
layout,final_layout_size_suffix_gt1_share,10.9,%
floorplan,rows,29,
clock_network,htreeDepth,1,
floorplan,dieArea,10400,um^2
synth,synth_top_cell_by_area,"dfrtp_1",
worst_setup_path,crit_path_cell_trace,"clkdlybuf4s50_1",
floorplan,fp.dieH,102,um
final_timing,fmax,744,MHz
layout,mostFrequentLayoutCell,"dfrtp_1",
synth,postSynthAreaPerCell,16.5,um^2
worst_setup_path,critical-path-max-stage-delay,460,ps
final_timing,fin_crit,1340,ps
final_timing,fin_ws,156,ps
routing,drt_first_pass_iters,2,
layout,final_cell_mix,"dfrtp_1, conb_1",
worst_setup_path,arrival,1040,ps
clock_network,cts_sinks,21,
global_route,grt_max_degree,22,
worst_setup_path,r2r_end,"buff",
global_route,grt_pass1_vias,320,
global_route,grt.total_usage,1.67,%
routing,drt-total-wl,771,um
worst_setup_path,rrSetupSlack,200,ps
clock_network,clk_latency,250,ps
clock_network,cts_setup_buffers,0,
clock_network,numCtsBuffers,3,
synth,synth_flops,21,
synth,synth_cells,40,
global_route,grt_remaining_overflow,0,
clock_network,clkSlewWorstSetupHoldPaths,70,ps
layout,fin_cells,141,
job,drv_cap,0,
worst_setup_path,r2r_cells,5,
routing,via_per_inst,2.23,
layout,nFillCells,712,
global_route,grt_pass1_wl,1440,um
worst_setup_path,critPathBufInv,1,
routing,n_antenna_cell,0,
final_timing,hold_violations,0,
worst_setup_path,cpLargestDelayFamily,"buffers and inverters",
synth,top_cell_area_share,79.8,%
placed_design,place_area,852,um^2
worst_setup_path,critPathSlowestCell,"clkdlybuf4s50_1",
synth,yosys_cells,40,
worst_setup_path,rr_startpoint,"cnt[0]",
clock_network,cts_buffer_depth,2,
job,tool_warnings,26,
synth,mappedNetlistArea,658,um^2
floorplan,die_x,102,um
final_timing,fin_tns_setup,0,ps
layout,area_growth,36.3,%
placed_design,place_ws,194,ps
layout,finish.instance_area,897,um^2
final_timing,rsz0062_at_grt,"false",
==> state kept, by name, indices dropped and copies added (netlist names) <==
signal / cells
buff: 1
cnt: 20
==> metal layers <==
metal / wire length, um / global-route usage [%] / part of all wire (%)
met1: 351 / 2.02 / 46
met2: 323 / 2.42 / 42
met3: 69 / 1.02 / 8.9
met4: 27 / 0.542 / 3.5
met5: 0 / 0 / 0
==> synth_stat cells <==
| master | count |
|---|---|
| ha_1 | 2 |
| nor4_1 | 2 |
| conb_1 | 1 |
| nor4_2 | 1 |
| nor4b_2 | 2 |
| dfrtp_1 | 21 |
| nand2_1 | 3 |
| nand3_1 | 1 |
| nor3_1 | 3 |
| inv_1 | 3 |
| or2_1 | 1 |
==> tightest hold or removal path: stages <==
cell and delay, ps:
clkdlybuf4s50_1 390, inv_1 50, buf_4 260
==> final cells by class <==
type / count / area, um^2 / area share, %
sequential: 21 / 526 / 58.6
multi-input combinational: 32 / 181 / 20.2
tap: 77 / 96.3 / 10.7
clock buffer: 4 / 45.0 / 5.02
timing repair buffer: 4 / 37.5 / 4.18
inverter: 3 / 11.3 / 1.26
==> cells by family after synthesis <==
family / after synthesis / synth area share (%)
adder cells (fa/ha/maj): 2 / 3.80
flip-flops: 21 / 79.8
buffers and inverters: 3 / 1.71
other: 1 / 0.570
AND/OR/NAND/NOR: 13 / 14.1
==> through the flow <==
| step | total power, W | util (%) | hold slack (ps) |
|---|---|---|---|
| floorplan | 0.000623 | - | 277 |
| global placement | 0.000636 | 13.2 | 463 |
| detailed placement | 0.000637 | 13.2 | 474 |
| CTS | 0.000989 | 13.9 | 382 |
| global route | 0.00102 | 13.9 | 396 |
| finish | 0.000968 | 13.9 | 375 |
==> worst max path at each step <==
| stage | from | endpoint | slack [ps] | depth (start not counted) |
|---|---|---|---|---|
| after CTS | buff | div_clk | 130 | 1 |
| after global routing | cnt[0] | cnt[0] | 50 | 5 |
| final | buff | div_clk | 160 | 1 |
==> report_power, final <==
part / internal (W) / leakage, nW / switching (W) / total (W)
clock network: 0.000188 / 0.0228 / 0.000155 / 0.000344
registers: 0.000590 / 0.249 / 0.00000747 / 0.000597
logic: 0.00000980 / 0.106 / 0.0000176 / 0.0000274
total: 0.000788 / 0.377 / 0.000180 / 0.000968
Power and IR drop assume default switching activity.
